$ cat ./design.v
`timescale 1ns / 1ps
module i2c_comms(
    input  wire clk,             
    input  wire rst,             
    output wire scl,             
    inout  wire sda,             
    output reg  [15:0] data_out, 
    output reg  new_data,         
    output wire [3:0] debug_state
);
    parameter I2C_ADDRESS = 7'b1001000;      
    parameter CLK_DIVIDER = 499;             
    parameter DELAY_BETWEEN_READS =120;   
    parameter SHIFT_DELAY = 4;               
    parameter CONFIG_REG_PTR  = 8'b00000001;  
    parameter CONFIG_MSB      = 8'b11000010;  
    parameter CONFIG_LSB      = 8'b11100011;  
    parameter CONVERSION_PTR  = 8'b00000000;  
    reg [15:0] clk_count;
    reg scl_enable;
    reg [SHIFT_DELAY-1:0] scl_shift;
    wire scl_delayed;
    reg i2c_active;
    reg sda_out;
    reg sda_drive;
    reg [7:0] tx_byte;
    reg [7:0] rx_byte;
    reg [2:0] bit_count;
    reg [3:0] state;
    reg [3:0] byte_count;
    reg [31:0] delay_counter;
    reg freeze_scl_shift = 0;
    reg [7:0] next_tx_byte;
    reg rw_mode;                
    reg [15:0] read_buffer;
    reg config_done;
    reg skip_cycle = 0;
    reg stall_scl = 0;
    reg scl_delayed_prev;
    wire scl_falling = (scl_delayed_prev == 1 && scl_delayed == 0);
    localparam IDLE          = 4'd0;
    localparam START         = 4'd1;
    localparam SEND_BYTE     = 4'd2;
    localparam WAIT_ACK_START = 4'd3;
    localparam ACK           = 4'd4;
    localparam RESTART       = 4'd5;
    localparam RESTART_RELEASE  = 4'd6;
    localparam READ_BYTE     = 4'd7;
    localparam READ_ACK      = 4'd8;
    localparam STOP          = 4'd9;
    localparam WAIT          = 4'd10;
    localparam RESTART_WAIT          = 4'd11;
    always @(posedge clk or posedge rst) begin
    if (rst)
        scl_delayed_prev <= 1'b1;  
    else
        scl_delayed_prev <= scl_delayed;
end
    always @(posedge clk or posedge rst) begin
    if (rst) begin
        clk_count  <= 0;
        scl_enable <= 1;
        scl_shift  <= {SHIFT_DELAY{1'b1}};   
        stall_scl  <= 0;
    end else begin
        if (clk_count >= CLK_DIVIDER) begin
            clk_count  <= 0;
            if (!stall_scl) begin
                scl_enable <= ~scl_enable;
            end else begin
                scl_enable <= scl_enable;  
                stall_scl  <= 0;           
            end
        end else begin
            clk_count <= clk_count + 1;
        end
        if (i2c_active)
            if (!freeze_scl_shift)begin
            scl_shift <= {scl_shift[SHIFT_DELAY-2:0], scl_enable};
            end
            else begin
            scl_shift <= {SHIFT_DELAY{1'b1}};
            end
        else
            scl_shift <= {SHIFT_DELAY{1'b1}};   
    end
end
    assign scl_delayed = scl_shift[SHIFT_DELAY-1];
    always @(posedge scl_enable or posedge rst) begin
        if (rst) begin
            state <= IDLE;
            sda_drive <= 0;
            sda_out <= 1;
            delay_counter <= 0;
            bit_count <= 7;
            byte_count <= 0;
            rw_mode <= 0;
            config_done <= 0;
            i2c_active <= 0;
            data_out <= 0;
            new_data <= 0;
        end else begin
            case (state)
                IDLE: begin
                    i2c_active <= 0;
                    sda_drive <= 0;
                    sda_out <= 1;
                    new_data <= 0;
                    if (delay_counter >= DELAY_BETWEEN_READS) begin
                        delay_counter <= 0;
                        bit_count <= 7;
                        i2c_active <= 0;
                        if (!config_done) begin
                            rw_mode <= 0;
                            byte_count <= 3;
                            tx_byte <= {I2C_ADDRESS, 1'b0};
                        end else begin
                            rw_mode <= 0;
                            byte_count <= 1;
                            tx_byte <= {I2C_ADDRESS, 1'b0};
                        end
                        state <= START;
                    end else begin
                        delay_counter <= delay_counter + 1;
                    end
                end
                START: begin
                    i2c_active <= 1;
                    sda_drive <= 1;
                    sda_out <= 0;
                    state <= SEND_BYTE;
                end
                SEND_BYTE: begin
                    i2c_active <= 1;
                    sda_drive <= 1;
                    sda_out <= tx_byte[bit_count];
                    if (bit_count == 0) begin
                        bit_count <= 7;
                        state <= WAIT_ACK_START;
                    end else begin
                        bit_count <= bit_count - 1;
                    end
                end
                WAIT_ACK_START: begin
                    sda_drive <= 0;   
                    if (!config_done) begin
                    case (byte_count)
                      3: next_tx_byte = CONFIG_REG_PTR;  
                      2: next_tx_byte = CONFIG_MSB;      
                      1: next_tx_byte = CONFIG_LSB;      
                      default: next_tx_byte = 8'h00;
                    endcase
                  end else begin
                    next_tx_byte = CONVERSION_PTR;       
                  end
                    tx_byte <= next_tx_byte;
                    state <= ACK;
                end
                ACK: begin
                    i2c_active <= 1;
                if (!rw_mode) begin
                    if (byte_count > 0) begin
                        byte_count <= byte_count - 1;                
                    bit_count <= bit_count - 1;
                    sda_drive <= 1; 
                    sda_out <= tx_byte[7];
                    state <= SEND_BYTE;
                end else begin
                    if (!config_done) begin
                        config_done <= 1;
                        state <= STOP;
                    end else begin
                        rw_mode <= 1;
                        byte_count <= 2;
                        tx_byte <= {I2C_ADDRESS, 1'b1};
                        state <= RESTART;
                    end
                end
            end else begin
                sda_drive <= 0; 
                state <= READ_BYTE;
            end
        end
                RESTART: begin
                    freeze_scl_shift <= 1;      
                    sda_drive <= 1;
                    sda_out   <= 1;
                    state <= RESTART_WAIT;
                end
                RESTART_WAIT: begin
                    sda_out <= 0;               
                    state <= RESTART_RELEASE;    
                     end
                RESTART_RELEASE: begin
                    freeze_scl_shift <= 0;      
                    state <= SEND_BYTE;
                    end                    
                READ_BYTE: begin
                i2c_active <= 1;
                sda_drive <= 0; 
                rx_byte[bit_count] <= sda;
                if (bit_count == 0) begin
                    bit_count <= 7;
                    byte_count <= byte_count - 1;
                    sda_drive <= 1;
                    sda_out <= 0;  
                    state <= READ_ACK;
                end else begin
                    bit_count <= bit_count - 1;
                end
            end
                READ_ACK: begin
                    if (byte_count == 1)
                        read_buffer[15:8] <= rx_byte;
                    else if (byte_count == 0)
                        read_buffer[7:0] <= rx_byte;
                    if (byte_count > 0) begin
                        state <= READ_BYTE;
                    end else begin
                        sda_drive <= 1;
                        sda_out <= 1;  
                        state <= STOP;
                        data_out <= read_buffer;
                        new_data <= 1;
                    end
                end
                STOP: begin
                    sda_drive <= 1;
                    sda_out <= 0;
                    state <= WAIT;
                end
                WAIT: begin
                    sda_drive <= 0;
                    sda_out <= 1;
                    i2c_active <= 0;
                    state <= IDLE;
                end
                default: state <= IDLE;
            endcase
        end
    end
    assign scl = scl_delayed ? 1'bz : 1'b0;
    assign sda = sda_drive ? sda_out : 1'bz;
    assign debug_state[0] = state[0];
    assign debug_state[1] = state[1];
    assign debug_state[2] = state[2];
    assign debug_state[3] = state[3];
endmodule
`timescale 1ns / 1ps
module top (
    input clk,             
    input rst,
    output uart_tx,        
    inout scl,
    inout sda,
    output [3:0] debug_state
);
    wire [15:0] adc_word;
    wire        adc_new;
    wire [3:0]  debug_state_wire;
    i2c_comms u_i2c (
        .clk(clk),
        .rst(rst),
        .scl(scl),
        .sda(sda),
        .data_out(adc_word),
        .new_data(adc_new),
        .debug_state(debug_state_wire)   
    );
    assign debug_state = debug_state_wire;
    reg nd_sync0, nd_sync1;
    always @(posedge clk) begin
        nd_sync0 <= adc_new;
        nd_sync1 <= nd_sync0;
    end
    wire mic_valid = nd_sync0 & ~nd_sync1;
    wire signed [15:0] mic_sample = adc_word;
    wire uart_busy;
    reg uart_send = 0;
    reg [7:0] uart_data;
    uart_transmit uart (
        .clk(clk),
        .data(uart_data),
        .send(uart_send),
        .tx(uart_tx),
        .busy(uart_busy)
    );
    reg [15:0] sample_buffer;
    reg send_low_byte = 0;
    always @(posedge clk) begin
        if (!uart_busy && mic_valid && !uart_send && !send_low_byte) begin
            sample_buffer <= mic_sample;
            uart_data <= mic_sample[15:8];   
            uart_send <= 1;
            send_low_byte <= 1;
        end else if (!uart_busy && send_low_byte && !uart_send) begin
            uart_data <= sample_buffer[7:0];   
            uart_send <= 1;
            send_low_byte <= 0;
        end else begin
            uart_send <= 0;
        end
    end
endmodule
`timescale 1ns / 1ps
module uart_transmit #(
    parameter CLK_FREQ = 100_000_000,    
    parameter BAUD     = 460800          
)(
    input wire clk,              
    input wire [7:0] data,       
    input wire send,             
    output reg tx = 1,           
    output reg busy = 0          
);
    localparam integer CLKS_PER_BIT = CLK_FREQ / BAUD;
    reg [13:0] clk_count = 0;            
    reg [3:0] bit_index = 0;             
    reg [9:0] shift_reg = 10'b1111111111;   
    reg sending = 0;                     
    always @(posedge clk) begin
        if (!sending) begin
            if (send) begin
                shift_reg <= {1'b1, data, 1'b0};  
                bit_index <= 0;
                clk_count <= 0;
                sending <= 1;
                busy <= 1;
            end
        end else begin
            tx <= shift_reg[0];   
            if (clk_count == CLKS_PER_BIT - 1) begin
                clk_count <= 0;
                shift_reg <= {1'b1, shift_reg[9:1]};   
                bit_index <= bit_index + 1;
                if (bit_index == 9) begin
                    sending <= 0;
                    busy <= 0;
                end
            end else begin
                clk_count <= clk_count + 1;
            end
        end
    end
endmodule
$ cat ./run.sh
#!/bin/bash
# OpenROAD 26Q1-2900-gdf79404cd8, Yosys 0.63+post, stock flow scripts
make -C /OpenROAD-flow-scripts/flow DESIGN_CONFIG=/design/flow/config.mk WORK_HOME=/design/flow/orfs finish
$ cat ./config.mk
export PLATFORM = sky130hd
export DESIGN_NAME = top
export DESIGN_NICKNAME = top
export VERILOG_FILES = /design/flow/design.v
export SDC_FILE = /design/flow/constraint.sdc
export NUM_CORES = 4
export LEC_CHECK = 1
export CORE_UTILIZATION = 50
$ cat ./constraint.sdc
current_design top

set clk_period 5.3
set clk_io_pct 0.2

create_clock -name clk0 -period $clk_period [get_ports {clk}]

set non_clock_inputs [all_inputs -no_clocks]
set_input_delay [expr $clk_period * $clk_io_pct] -clock clk0 $non_clock_inputs
set_output_delay [expr $clk_period * $clk_io_pct] -clock clk0 [all_outputs]
==> notes.md <==
Summary of implementation figures.

Yosys
A synthesized cell averages 12.4 um^2. In this run, distinct cell masters in the synthesized netlist total 60. The chip area in the Yosys report is 0.00697 mm^2. The flip-flop and latch count after synthesis is 159. Among all flip-flop cells after synthesis, the most frequent one is sky130_fd_sc_hd__dfrtp_1. Yosys attributes the largest share of cell area to sky130_fd_sc_hd__edfxtp_1 32%, sky130_fd_sc_hd__dfrtp_1 27%, sky130_fd_sc_hd__mux2_2 6.5%. The yosys stat cell total is 562.

The mapped netlist covers 0.00697 mm^2. The share of the Yosys chip area taken by registers is 0.621. The warning count from the yosys run is 5. The synthesized instance count is 562. The share of synthesized registers carrying an async set or reset is 0.503. The biggest area contributor in the post-synthesis netlist is sky130_fd_sc_hd__edfxtp_1. The synthesized design contains 74 enable-type register cells. The share of synthesized area in the top cell type comes to 0.319.

Clock tree
The deepest clock path buffer count is 2. The level count of the clock H-tree is 3. The clock tree root buffer cell is sky130_fd_sc_hd__clkbuf_16. The number of buffers added for setup after CTS is 0. Clock tree synthesis inserted a total of 9 buffers. In this run, post-CTS repair resized a total of 0 instances.

The hold buffer count at cts is 0.

Outcome
The flow did not finish. The stage where the run ended is clock tree synthesis (4_1_cts). The first error in the log reads "[error] [KeplerFormal.cpp:679] Workflow failed: Iso has multiple drivers: .sda0, sda$_DFFE_PP1P_.Q0".

Timing
135 endpoints have no timing constraint. The timer found 92 register pins that no clock reaches; their paths are not timed.

Place
Port buffering added 6 buffers. The final weighted congestion in routability-driven placement is 0.855. The placed wire-length estimate after detailed placement is 7420 um.

Floorplan
The core utilization before placement is 0.520. The site row count is 42. Measured along the x axis, the die boundary spans 120 um.

The number of ports placed on the die boundary is 9. The chip height is 120 um.
[Yosys cell counts (4+ instances only)]
cell / n
sky130_fd_sc_hd__xor2_1: 13
sky130_fd_sc_hd__a211oi_1: 4
sky130_fd_sc_hd__nor2_1: 44
sky130_fd_sc_hd__buf_4: 4
sky130_fd_sc_hd__clkbuf_1: 11
sky130_fd_sc_hd__nor3_1: 18
sky130_fd_sc_hd__mux2_2: 40
sky130_fd_sc_hd__o21ai_0: 24
sky130_fd_sc_hd__and2b_1: 5
sky130_fd_sc_hd__nand3_1: 17
sky130_fd_sc_hd__edfxtp_1: 74
sky130_fd_sc_hd__nor4_1: 9
sky130_fd_sc_hd__nand4_1: 5
sky130_fd_sc_hd__o211ai_1: 4
sky130_fd_sc_hd__nand2b_1: 12
sky130_fd_sc_hd__xnor2_1: 8
sky130_fd_sc_hd__o31ai_1: 6
sky130_fd_sc_hd__dfrtp_1: 75
sky130_fd_sc_hd__a31oi_1: 8
sky130_fd_sc_hd__dfxtp_1: 5
sky130_fd_sc_hd__dfstp_2: 5
sky130_fd_sc_hd__buf_2: 6
sky130_fd_sc_hd__ha_1: 15
sky130_fd_sc_hd__or3_1: 4
sky130_fd_sc_hd__inv_1: 23
sky130_fd_sc_hd__nand2_1: 35
sky130_fd_sc_hd__or2_2: 4
sky130_fd_sc_hd__nor2b_1: 24
sky130_fd_sc_hd__a21oi_1: 16
[cells by family after synthesis]
kind of cell    Yosys count  share of synthesized area
xor+xnor                 21                     0.0264
compound gates           80                     0.0736
flops                   159                      0.621
simple gates            197                      0.153
other cells               1                   0.000538
fa+ha+maj                15                     0.0269
buf+inv                  46                     0.0291
mux                      43                     0.0689
[metrics by stage]
step	instances	hold WS [ns]	area, um^2	setup slack [ns]	utilization
after floorplan	569	0.332	7000	2.17	-
after detailed placement	736	0.348	7220	3.26	0.539
after global placement	736	0.350	7220	3.32	0.539
